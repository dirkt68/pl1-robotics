$ cat flow/config.mk
export PLATFORM = sky130hd
export DESIGN_NAME = final_top
export DESIGN_NICKNAME = final_top
export VERILOG_FILES = /design/flow/design.v
export SDC_FILE = /design/flow/constraint.sdc
export NUM_CORES = 4
export LEC_CHECK = 1
export CORE_UTILIZATION = 40
$ cat flow/constraint.sdc
current_design final_top

set clk_period 7.5
set clk_io_pct 0.2

create_clock -name clk0 -period $clk_period [get_ports {clk100}]

set non_clock_inputs [all_inputs -no_clocks]
set_input_delay [expr $clk_period * $clk_io_pct] -clock clk0 $non_clock_inputs
set_output_delay [expr $clk_period * $clk_io_pct] -clock clk0 [all_outputs]
$ cat flow/design.v
`timescale 1ns/1ps
parameter COAST_SPEED = 81_750;  
parameter SPIN_RIGHT = 4'b1010;
parameter SPIN_LEFT = 4'b0101;
parameter FORWARD = 4'b1001;
parameter REVERSE = 4'b0110;
parameter PAUSE = 4'b0000;
module driverController (
	input clk100,
	input [2:0] infraSensor,
	input motor,
	output [3:0] IN
);
logic [16:0] widthCounter = 0;
logic [16:0] pwmSize = COAST_SPEED;
logic [3:0] inTemp = 0;
always @(posedge clk100) begin
	widthCounter <= widthCounter + 1;
	if ((widthCounter < pwmSize) && !motor) begin
		case (infraSensor)
			3'b000: inTemp <= FORWARD;
			3'b001: inTemp <= SPIN_RIGHT;
			3'b010: inTemp <= FORWARD;
			3'b011: inTemp <= SPIN_RIGHT;
			3'b100: inTemp <= SPIN_LEFT;
			3'b101: inTemp <= FORWARD;
			3'b110: inTemp <= SPIN_LEFT;
			3'b111: inTemp <= FORWARD;
		endcase
	end
	else begin
		inTemp <= PAUSE;
	end
end
assign IN = inTemp;
endmodule
`timescale 1ns / 1ps
module final_top(
	input clk100,			 
	output servoOut,		 
	output actuatorPull,	 
	output actuatorPush,	 
	input [2:0] infraSensor,  
	input servoPhotoT,	 
	input RPhotoT,		 
	input LPhotoT,		 
	input motor,	  
	output [3:0] IN,  
	output [6:0] seg,	 
	output [3:0] an		 
	);
	wire fireSig;
	wire [1:0] RFreq;
	wire [1:0] LFreq;
	wire [1:0] servoFreq;
	sevsegController u0 (
		.*
	);
	servoController u1 (
		.*
	);
	driverController u2 (
		.*
	);
	freqCounter u3 (
		.*
	);
	fireController u4 (
		.*
	);
endmodule
`timescale 1ns / 1ps
parameter TIME_A = 400_000_000;  
parameter SETUP = 0;
parameter WAIT = 1;
parameter PUSH_TRIG = 2;
parameter PULL_TRIG = 3;
module fireController(
	input clk100,
	input fireSig,
	output actuatorPush,
	output actuatorPull
	);
	logic [31:0] timer = 0;
	logic [7:0] state = SETUP;
	logic actuatorPullTemp = 0;
	logic actuatorPushTemp = 0;
	assign actuatorPull = actuatorPullTemp;
	assign actuatorPush = actuatorPushTemp;
	always @(posedge clk100) begin
		case (state)
			SETUP: begin  
				if (timer < TIME_A) begin
					timer <= timer + 1;
					state <= SETUP;
				end
				actuatorPullTemp <= 1;
				if (timer == TIME_A) begin
					state <= WAIT;
					actuatorPullTemp <= 0;
					timer <= 0;
				end
			end
			WAIT: begin  
				if (fireSig) begin
					state <= PUSH_TRIG;
				end
				else begin
					timer <= 0;
					actuatorPushTemp <= 0;
					actuatorPullTemp <= 0;
					state <= WAIT;
				end
			end
			PUSH_TRIG: begin  
				if (timer < TIME_A) begin
					timer <= timer + 1;
					state <= PUSH_TRIG;
				end
				actuatorPushTemp <= 1;  
				if (timer == TIME_A) begin
					timer <= 0;
					actuatorPushTemp <= 0;
					state <= PULL_TRIG;
				end
			end
			PULL_TRIG: begin  
				if (timer < TIME_A) begin
					timer <= timer + 1;
					state <= PULL_TRIG;
				end
				actuatorPullTemp <= 1;  
				if (timer == TIME_A) begin
					timer <= 0;
					actuatorPullTemp <= 0;
					state <= WAIT;
				end
			end
		endcase
	end
endmodule
`timescale 1ns / 1ps
parameter MAX_COUNT = 10_000_000;
module freqCounter(
	input clk100,
	input RPhotoT,
	input LPhotoT,
	input servoPhotoT,
	output reg [1:0] RFreq,
	output reg [1:0] LFreq,
	output reg [1:0] servoFreq
    );
	logic [26:0] counter = 0;
	logic ROld = 0;
	logic LOld = 0;
	logic SOld = 0;
	logic [15:0] RFreqCount = 0;
	logic [15:0] LFreqCount = 0;
	logic [15:0] servoFreqCount = 0;
	logic [15:0] RFreqOut = 0;
	logic [15:0] LFreqOut = 0;
	logic [15:0] servoFreqOut = 0;
	always @(posedge clk100) begin
		counter <= counter + 1;
		if (RPhotoT != ROld) begin
			RFreqCount <= RFreqCount + 1;
		end
		else if (LPhotoT != LOld) begin
			LFreqCount <= LFreqCount + 1;
		end
		else if (servoPhotoT != SOld) begin
			servoFreqCount <= servoFreqCount + 1;
		end
		if (counter == MAX_COUNT) begin
			counter <= 0;
			RFreqOut <= RFreqCount >> 1;
			LFreqOut <= LFreqCount >> 1;
			servoFreqOut <= servoFreqCount >> 1;
			RFreqCount <= 0;
			LFreqCount <= 0;
			servoFreqCount <= 0;
		end
		ROld = RPhotoT;
		LOld = LPhotoT;
		SOld = servoPhotoT;
	end
	always @(posedge clk100) begin
		if (RFreqOut > 10 && RFreqOut < 40)begin
			RFreq <= 2'b01;  
		end
		else if (RFreqOut > 40 && RFreqOut < 110) begin
			RFreq <= 2'b10;  
		end
		else begin
			RFreq <= 2'b00;  
		end
		if (LFreqOut > 10 && LFreqOut < 40)begin
			LFreq <= 2'b01;
		end
		else if (LFreqOut > 40 && LFreqOut < 110) begin
			LFreq <= 2'b10;
		end
		else begin
			LFreq <= 2'b00;
		end
		if (servoFreqOut > 10 && servoFreqOut < 40)begin
			servoFreq <= 2'b01;
		end
		else if (servoFreqOut > 40 && servoFreqOut < 110) begin
			servoFreq <= 2'b10;
		end
		else begin
			servoFreq <= 2'b00;
		end
	end
endmodule
`timescale 1ns / 1ps
parameter MAX_PWM_SIGNAL = 250_000;  
parameter MAX_POS = 240_000;  
parameter NEUTRAL_POS = 150_000;  
parameter MIN_POS = 60_000;  
parameter STEP = 1000;  
parameter TIME_S = 500_000_000;  
module servoController(
        input clk100,
        input [1:0] servoFreq,
        input [1:0] RFreq,
        input [1:0] LFreq,
        output reg fireSig,
        output servoOut
    );
    logic [19:0] pwmSize = NEUTRAL_POS;
    logic [19:0] pulseCount = 0;  
	logic [28:0] timer = 0;  
    logic servoOutTemp = 0;
	logic timerLStart = 0;
	logic timerRStart = 0;
	logic pauseMovement = 0;
    always @(posedge clk100) begin
        pulseCount <= pulseCount + 1;
		if (timerLStart || timerRStart) begin
			timer <= timer + 1;
		end
        if ((pulseCount < pwmSize)) begin
            servoOutTemp <= 1'b1;
        end
        else begin
            servoOutTemp <= 1'b0;
        end
       if (pulseCount == MAX_PWM_SIGNAL) begin
        	pulseCount <= 20'd0;
			if (RFreq == 2 || timerRStart) begin
				timerRStart <= 1;
				if (servoFreq != 2 && !pauseMovement) begin
					pwmSize <= (pwmSize < MAX_POS) ? (pwmSize + STEP) : (pwmSize);
				end
			end
			else if (LFreq == 2 || timerLStart) begin
				timerLStart <= 1;
				if (servoFreq != 2 && !pauseMovement) begin
					pwmSize <= (pwmSize > MIN_POS) ? (pwmSize - STEP) : (pwmSize);
				end
				end
		end
		if (servoFreq == 2) begin
			pauseMovement <= 1;
			fireSig <= 1;
		end
		else if (pwmSize >= MAX_POS || pwmSize <= MIN_POS) begin
			pauseMovement <= 1;
			fireSig <= 1;
		end
		if (timer == TIME_S) begin
		   timerRStart <= 0;
		   timerLStart <= 0;
		   timer <= 0;
		   pwmSize <= NEUTRAL_POS;
		   pauseMovement <= 0;
		   fireSig <= 0;
	   end
    end
    assign servoOut = servoOutTemp;
endmodule
`timescale 1ns/1ps
module sevsegController(
    input clk100,
	input [1:0] RFreq,
    input [1:0] LFreq,
    output [6:0] seg,
    output [3:0] an
);
    typedef enum {FOUR = 0, THREE = 1, TWO = 2, ONE = 3} ANODE_POS;
    ANODE_POS position;
    logic [19:0] counter = 0;
    logic [6:0] seg_temp;
    logic [3:0] an_temp;
    initial begin
        position = FOUR;
    end
    always @(posedge clk100) begin
        counter <= counter + 1;
    end
    assign position = ANODE_POS'(counter[19:18]);
    always @(posedge clk100) begin
        case (position)
            FOUR:    an_temp <= 4'b0111;
            THREE:   an_temp <= 4'b1011;
            TWO:     an_temp <= 4'b1101;
            ONE:     an_temp <= 4'b1110;
            default: an_temp <= 4'b0111;
        endcase
    end
    assign an = an_temp;
    always @(posedge clk100) begin
        if (RFreq == 2 || LFreq == 2) begin
            seg_temp <= 7'b1000110;  
        end
        else if (RFreq == 1 || LFreq == 1) begin
            seg_temp <= 7'b0001110;  
        end
        else begin
            seg_temp <= 7'b0111111;  
        end
    end
    assign seg = seg_temp;
endmodule
$ cat flow/run.sh
#!/bin/bash
# OpenROAD 26Q1-2900-gdf79404cd8, Yosys 0.63+post, stock flow scripts
make -C /OpenROAD-flow-scripts/flow DESIGN_CONFIG=/design/flow/config.mk WORK_HOME=/design/flow/orfs finish
==> out/qor.yml <==
drt:
  wl_um: 19950
  drcViolationCount: 0
  dr_wl_met2_um: 8436
  first_pass_iters: 4
  top_layer: "met4"
  dr.first_iter.drc_count: 412
  diodes: 0
  ant_nets: 0
  met3_length_um: 643
  vias: 8035
  wl_met1_um: 10430
  wl_per_cell_um: 12.35
  viasPerCell: 4.975
clock_tree:
  max-clock-path-buffers: 3
  postCtsHoldBufs: 0
  cts_sinks: 261
  root_buffer: "clkbuf_16"
  cts_tree: "done"
  clk_pin_slew_worst_paths_ps: 60
  cts_made_buffers: 28
  clock_latency_ps: 560
  cts_resized: 0
  cts_setup_buffers: 0
  htree_levels: 1
die:
  dieArea_um2: 30500
  initial_core_util_pct: 41.09
  io_pins: 26
  die_h_um: 174.6
  fp.dieW_um: 174.6
  coreArea_um2: 29010
  placementRows: 62
worst_setup_path:
  crit_arrival_ps: 3890
  critical-path-top-delay-family: "simple AND/OR/NAND/NOR gates"
  cp_slowest_stage_delay_ps: 620
  regToRegSetupSlack_ps: 3850
  cp-start-kind: "flip-flop"
  crit_slowest_cell: "or2_2"
  crit_fanout: 33
  worstSetupPathType: "reg2reg"
  required_ps: 7730
  crit_path_cell_trace: "nor4_1 -> nand4_1 -> nor4_2 -> or2_2 -> nor2b_1 -> a21oi_2 -> buf_4"
  end_kind: "flip-flop"
  worst-path-buf-inv: 1
timing:
  tightest_slew_ps: 777.1
  fin_crit_ps: 3654
  fmax_ghz: 0.2737
  hold_viol: 0
  relSlewSlack_pct: 47.80
  setup_tns_ps: 0
  setup_violations: 0
  fin_crit_sh_pct: 48.72
  rsz0062_at_grt: "no"
  clock_skew_ps: 24.16
  slew_viol_final: 0
place:
  port_buffers: 18
  dp_hpwl_um: 13250
  dpl_cell_area_um2: 12490
  gp_congestion: 0.8247
global_route:
  antenna_found_initial: 0
  grt_max_degree: 57
  overflow: 0
  grt_pass1_wl_um: 35250
  grt_pass1_vias: 7582
  grt.total_usage_pct: 14.07
yosys:
  ys_cells: 1182
  yosys_warnings: 6
  yosys_area_um2: 11920
  synth.area.mux_share_pct: 1.175
  synthArstFlopShare_pct: 0
  syn_avg_cell_area_um2: 10.09
  fa_ha_area_share_pct: 5.206
  logic_family: "simple AND/OR/NAND/NOR gates"
  syn_inst: 1182
  aoi_share_pct: 7.221
  ff_type: "dfxtp_1"
  ys_sh_simple_pct: 20.54
  synth_seq_share_pct: 50.63
  ys_ff: 261
  edf_count: 81
  xor_area_share_pct: 12.12
  netlist-cell-type-count: 65
  syn_area_um2: 11920
finish:
  final_cell_mix: "180 x dfxtp_1, 164 x nor2_1, 93 x xor2_1"
  final_core_util_pct: 46.10
  drive_gt1_share_pct: 5.605
  area_delta_synth_final_pct: 12.19
  design_area_um2: 13370
  nFillCells: 2686
  lay_top_count: "dfxtp_1"
flow_run:
  warning_count: 34
  max-cap-violations: 0
power_and_ir_drop:
  peakVddDrop_v: 0.0001716
  p_per_area_nw_per_um2: 221.1
  power.leakage_nw: 5.164
status:
  status: "completed"
hold_path:
  worst_hold_path_type: "reg2reg"
synth_stat cells, types with 3 or more instances:
| cell | number | share of area [%] |
|---|---|---|
| a211o_1 | 4 | 0.29 |
| a211o_2 | 6 | 0.50 |
| a211oi_1 | 7 | 0.44 |
| a21o_1 | 13 | 0.82 |
| a21oi_1 | 29 | 1.2 |
| a221oi_1 | 5 | 0.37 |
| a31oi_1 | 7 | 0.37 |
| and2_1 | 6 | 0.31 |
| and3_1 | 28 | 1.5 |
| and4_1 | 12 | 0.88 |
| buf_2 | 5 | 0.21 |
| buf_4 | 8 | 0.50 |
| clkbuf_1 | 16 | 0.50 |
| dfxtp_1 | 180 | 30 |
| edfxtp_1 | 81 | 20 |
| ha_1 | 48 | 5.0 |
| inv_1 | 52 | 1.6 |
| mux2i_1 | 14 | 1.2 |
| nand2_1 | 76 | 2.4 |
| nand2b_1 | 6 | 0.31 |
| nand3_1 | 65 | 2.7 |
| nand3b_1 | 4 | 0.25 |
| nand4_1 | 40 | 2.1 |
| nor2_1 | 164 | 5.2 |
| nor2b_1 | 9 | 0.47 |
| nor3_1 | 15 | 0.63 |
| nor3b_1 | 4 | 0.25 |
| nor4_1 | 15 | 0.79 |
| nor4_2 | 3 | 0.31 |
| nor4b_1 | 10 | 0.73 |
| nor4bb_1 | 3 | 0.25 |
| o21a_1 | 6 | 0.38 |
| o21ai_0 | 29 | 1.2 |
| or3_1 | 11 | 0.58 |
| xnor2_1 | 72 | 5.3 |
| xor2_1 | 93 | 6.8 |
metal layers:
metal,vias to the layer above,track usage [%]
met3,33,2.064
met5,-,0
met2,88,20.52
li1,4217,-
met4,0,2.826
met1,3697,23.23
path summary, 6_finish.rpt:
| path | startpoint | cells past startpoint | end |
|---|---|---|---|
| min reg2reg | u2.widthCounter[0] | 1 | u2.widthCounter[0] |
| min | u2.widthCounter[0] | 1 | u2.widthCounter[0] |
| max reg2reg | u4.timer[13] | 7 | u4.timer[18] |
| max | u4.timer[13] | 7 | u4.timer[18] |
report_power, final:
part / switching, mW / internal, mW
clock network: 0.545 / 0.756
logic: 0.0436 / 0.0522
registers: 0.0528 / 1.51
total: 0.641 / 2.32
through the flow:
stage / cells / power, mW / hold slack [ps] / worst slack, ps
floorplan: 1186 / 1.660 / 370.3 / 3743
global placement: 1563 / 1.683 / 381.4 / 3679
detailed placement: 1563 / 1.686 / 384.0 / 3651
CTS: 1615 / 2.998 / 397.8 / 3768
global route: 1615 / 3.094 / 413.3 / 3486
finish: 1615 / 2.958 / 396.5 / 3846
flip-flops by register name, summed over array words and instances, names as in the netlist, 3 cells and up:
register	flops
u1.pulseCount	20
u2.widthCounter	17
u3.servoFreqCount	16
u4.timer	32
u3.LFreqCount	16
u0.seg_temp	3
u3.counter	27
u3.servoFreqOut	15
u2.inTemp	4
u1.timer	29
u3.RFreqOut	15
u3.servoFreq	3
u3.LFreqOut	15
u1.pwmSize	17
u3.RFreqCount	16
cell families after synthesis:
group / after synthesis
AND-OR/OR-AND: 127
XOR/XNOR: 165
adder cells (fa/ha/maj): 49
buffers and inverters: 83
flip-flops: 261
multiplexers: 14
other: 2
AND/OR/NAND/NOR: 481
area by class of cell:
class / instances / area, um^2 / share of cell area [%]
multi-input combinational: 842 / 5555 / 41.54
clock buffer: 41 / 779.5 / 5.828
sequential: 261 / 6036 / 45.13
clock inverter: 11 / 102.6 / 0.7671
timing repair buffer: 24 / 225.2 / 1.684
inverter: 52 / 195.2 / 1.459
tap: 384 / 480.5 / 3.592
Power and IR drop assume default switching activity.
