<file path="flow/run.sh">
#!/bin/bash
# OpenROAD 26Q1-2900-gdf79404cd8, Yosys 0.63+post, stock flow scripts
make -C /OpenROAD-flow-scripts/flow DESIGN_CONFIG=/design/flow/config.mk WORK_HOME=/design/flow/orfs finish
</file>
<file path="flow/config.mk">
export PLATFORM = sky130hd
export DESIGN_NAME = bin2dec
export DESIGN_NICKNAME = bin2dec
export VERILOG_FILES = /design/flow/design.v
export SDC_FILE = /design/flow/constraint.sdc
export NUM_CORES = 4
export LEC_CHECK = 1
export CORE_UTILIZATION = 50
</file>
<file path="flow/constraint.sdc">
current_design bin2dec

set clk_period 9.5
set clk_io_pct 0.2

create_clock -name clk0 -period $clk_period [get_ports {clk}]

set non_clock_inputs [all_inputs -no_clocks]
set_input_delay [expr $clk_period * $clk_io_pct] -clock clk0 $non_clock_inputs
set_output_delay [expr $clk_period * $clk_io_pct] -clock clk0 [all_outputs]
</file>
<file path="flow/design.v">
`timescale 1ns / 1ps
module bin2dec (
    input clk,
    input start,
    input [15:0] din,
    output done,
    output reg [15:0] dout
);
    reg [2:0] state = 0;
    reg [31:0] data;
    reg [31:0] div;
    reg [3:0] mod;
    reg [1:0] byte_count;
    assign done = (state == 0 || state == 1) ? 1 : 0;
    always@(posedge clk)
        case (state)
        0: begin
            if (start == 1) begin
                state <= 2;
                data <= ({16'b0, din} * 1000) >> 16;
                byte_count <= 0;
            end
        end
        1: begin
            if (start == 0)
                state <= 0;
        end
        2: begin
            div <= data / 10;
            mod <= data % 10;
            state <= 4;
        end
        3: begin
            if (byte_count == 3)
                state <= 1;
            else
                state <= 2;
            data <= div;
            byte_count <= byte_count + 1;
        end
        4: begin
            dout[11:0] <= dout[15:4];
            dout[15:12] <= mod[3:0];
            state <= 3;
        end
        default: begin
            state <= 0;
        end
        endcase
endmodule
</file>
==> impl_metrics.json <==
{
  "status": "complete, no violations",
  "dieArea_um2": 9830,
  "cts-root-buf": "clkbuf_8",
  "cts_buffers": 5,
  "grt_usage_pct": 19.8,
  "core_um2": 9200,
  "overflow": 0,
  "ioPinCount": 35,
  "hold_class": "register to register",
  "crit_arrival_ps": 7200,
  "port_buffers": 34,
  "synth_seq_share_pct": 26.7,
  "rr_worst_depth": 16,
  "first_iter_violations": 120,
  "clk_path_buf_depth": 2,
  "fill_cells": 807,
  "cts_tree": "yes",
  "cp_max_fo": 6,
  "slew_headroom_pct": 50.2,
  "cts_resized": 0,
  "grt_pass1_wl_um": 14800,
  "syn_area_per_cell_um2": 11.2,
  "holdBufCountCts": 0,
  "route.detailed.drc": 0,
  "routabilityCongestion": 0.856,
  "rsz0062_at_grt": "no",
  "setup_viol": 0,
  "fin_crit_sh_pct": 75.5,
  "fmax_mhz": 139,
  "netlist_area_um2": 4720,
  "ys_chip_area_um2": 4720,
  "placed_area_um2": 5120,
  "drive_above_1_share_pct": 6.26,
  "slew_violations": 0,
  "fin_tns_setup_ps": 0,
  "cts_htree_levels": 2,
  "pre_cts_ws_ps": 1980,
  "ant_nets": 0,
  "ys_ff": 42,
  "clkTransAtPathRegs_ps": 70,
  "die_height_um": 99.1,
  "crit_required_ps": 9530,
  "fp.dieW_um": 99.1,
  "finish.utilization_pct": 56.8,
  "warning_count": 30,
  "vias": 3202,
  "antenna_found_initial": 0,
  "rows": 35,
  "worstSetupPathType": "input pin to register",
  "cp-end-kind": "register",
  "clock_latency_ps": 290,
  "syn_inst": 420,
  "yosysUniqueCellTypes": 76,
  "grt_max_degree": 19,
  "cts_setup_buffers": 0,
  "grt_pass1_vias": 3132,
  "skew_ps": 8.84,
  "clock_sinks": 42,
  "yosysWarnings": 1,
  "hold_viol": 0,
  "area_growth_pct": 10.8,
  "worst_slack_ps": 2330,
  "max_slew.worst_pin.slew_ps": 747,
  "maxCapViolations": 0,
  "holdPathStages": 0,
  "wl_um": 8180,
  "synth-main-ff-cell": "edfxtp_1",
  "num_antenna_cells": 0,
  "fp-utilization_pct": 51.3,
  "worstSetupStartpointType": "input pin",
  "dp_hpwl_um": 6630,
  "post-route-min-period_ps": 7170,
  "edf_count": 42,
  "vias_per_cell": 5.74,
  "detail_route.first_pass.iterations": 4,
  "async_flop_share_pct": 0,
  "wl_per_cell_um": 14.7,
  "final_cell_area_um2": 5230,
  "ys_cells": 420
}
[cell usage after synthesis, drive strengths merged (3+ instances only)]
cell / n / area, um2
o211ai: 5 / 42.5
xor2: 5 / 43.8
a211oi: 6 / 80.1
fa: 53 / 1060
o21ai: 18 / 90.1
nor3b: 3 / 22.5
inv: 31 / 119
o211a: 5 / 57.6
nor2b: 3 / 21.3
o22ai: 4 / 31.3
o21bai: 4 / 30.0
nand3b: 3 / 22.5
a21oi: 23 / 119
or3: 4 / 25.0
ha: 53 / 663
or2: 3 / 18.8
a31oi: 3 / 18.8
a21o: 7 / 52.6
edfxtp: 42 / 1260
and2: 6 / 37.5
xnor2: 11 / 96.3
nand2b: 5 / 33.8
and3: 5 / 36.3
nor3: 8 / 45.0
clkbuf: 8 / 30.0
and3b: 3 / 26.3
nand2: 16 / 60.1
nand3: 11 / 60.1
o31ai: 6 / 45.0
nor2: 22 / 82.6
o311a: 3 / 30.0
buf: 9 / 65.1
[through the flow]
stage | cells | hold WS [ps]
after detailed placement | 550 | 408
after CTS | 558 | 429
after floorplan | 420 | 400
after global placement | 550 | 402
final | 558 | 426
after global routing | 558 | 446
[layer usage]
layer / vias to the layer above / global-route usage, % / wire length, um
met5: - / 0 / 0
met4: 0 / 0.905 / 29
met3: 2 / 2.57 / 221
met2: 44 / 29.3 / 3790
met1: 1552 / 35.7 / 4140
li1: 1604 / - / -
[final cells by class]
type | count | area [um2] | share of cell area, %
timing repair buffer | 36 | 355 | 6.80
clock inverter | 2 | 37.5 | 0.718
multi-input combinational | 329 | 3240 | 62.0
inverter | 32 | 123 | 2.35
clock buffer | 6 | 72.6 | 1.39
tap | 111 | 139 | 2.66
sequential | 42 | 1260 | 24.1
[worst paths after layout]
check | slack (ps) | endpoint | start
worst min register to register | 430 | dout[14] | mod[2]
worst max-delay path | 2330 | data[8] | din[4]
worst max register to register | 4650 | div[0] | data[8]
worst min-delay path | 430 | dout[14] | mod[2]
[placed cells by master, fill, tap and decap left out, types with 11 or more instances in the layout]
cell type        count
fa_1                53
ha_1                53
edfxtp_1            42
clkdlybuf4s50_1     34
inv_1               30
nor2_1              22
a21oi_1             22
o21ai_0             17
nand2_1             16
xnor2_1             11
[logic make-up (layout without fill, tap and decap cells)]
group           Yosys count  count (layout)  synth area share, %
xor+xnor                 16              16                 2.97
simple gates            100             100                 11.7
compound gates          105             105                 17.0
mux                       2               2                0.451
flops                    42              42                 26.7
fa+ha+maj               106             106                 36.5
buf+inv                  49              76                 4.61
[flip-flops by register name, summed over array words and instances, names as in the netlist]
name	cells
dout	16
mod	4
data	10
byte_count	2
div	7
state	3
[critical path, stage by stage]
cell and delay, ps:
clkdlybuf4s50_1 660, fa_1 510, fa_1 570, fa_1 450
fa_1 480, ha_1 320, a21o_1 150, a2111oi_0 340
o21ai_0 150, a31oi_1 260, o21bai_1 130, a21oi_1 280
o21ai_0 210, o41a_1 400, a21oi_1 190, xor2_1 160
nor2_1 50
